==> design/flow/design.v <==
module pipeBuffer #(
    parameter width = 1
) (
    input clk, reset, stall, flush,
    input [width-1:0] buffIn,
    output reg [width-1:0] buffOut 
);
always @(posedge clk ) 
begin
    if (reset) 
        buffOut <= {width{1'b0}};
    else if (~stall) begin
        if(flush) buffOut <= {width{1'b0}};
        else buffOut <= buffIn;
    end
end
endmodule
module mux2 #(
    parameter width = 1
) (
    input [width-1:0] I0, I1,
    input S0,
    output [width-1:0] muxOut
);
assign muxOut = S0 ? I0 : I1;
endmodule
module mux4 #(
    parameter width = 1
) (
    input [width-1:0] I0, I1, I2, I3,
    input [1:0] S,
    output [width-1:0] muxOut
);
assign muxOut = (S == 2'b00) ? I0 :
                (S == 2'b01) ? I1 :
                (S == 2'b10) ? I2 :
                (S == 2'b11) ? I3 : {width{1'bx}};
endmodule
module mux5 #(
    parameter width = 1
) (
    input [width-1:0] I0, I1, I2, I3, I4,
    input [2:0] S,
    output [width-1:0] muxOut
);
assign muxOut = (S == 3'b000) ? I0 :
                (S == 3'b001) ? I1 :
                (S == 3'b010) ? I2 :
                (S == 3'b011) ? I3 :
                (S == 3'b100) ? I4 : {width{1'bx}};
endmodule
module szExt #(
    parameter width = 32,
    parameter sz = 0                     
) (
    input [width/2 - 1:0] szIn,
    output [width - 1:0] szOut
);
assign szOut = (sz) ? {{(width/2){1'b0}}, szIn} : {{(width/2){szIn[width/2 - 1]}}, szIn};
endmodule
module shifter #(
    parameter width = 32,
    parameter shiftAmt = 2
) (
    input [width-1:0] shiftIn,
    output [width-1:0] shiftOut
);
assign shiftOut = {shiftIn[width-shiftAmt-1:0],{shiftAmt{1'b0}}};
endmodule
module fetch #(
    parameter width = 32
) (
);
endmodule
module decode #(
    parameter width = 32
) (
);
endmodule
module execute #(
    parameter width = 32
) (
);
endmodule
module memory #(
    parameter width = 32
) (
);
endmodule
module writeBack #(
    parameter width = 32
) (
    input clk, reset, stall_W, flush_W,
    input [102:0] buffIn_W,
    output regWrite_W,
    output [4:0] writeReg_W,
    output [width-1:0] result_W
);
wire memToReg_W;
wire [width-1:0] out_W, readData_W;
wire [width-1:0] instr_W;
wire [102:0] buffOut_W;
assign {regWrite_W, memToReg_W, readdataW, out_W, writeReg_W, instr_W} = buffOut_W;
pipeBuffer#(103) writeBuffer(clk, reset, stall_W, flush_W, buffIn_W, buffOut_W);
mux2#(32) memToReg_mux_W(out_W, readData_W, memToReg_W, result_W);
endmodule
==> design/flow/run.sh <==
#!/bin/bash
# OpenROAD 26Q1-2900-gdf79404cd8, Yosys 0.63+post, stock flow scripts
make -C /OpenROAD-flow-scripts/flow DESIGN_CONFIG=/design/flow/config.mk WORK_HOME=/design/flow/orfs finish
==> design/flow/config.mk <==
export PLATFORM = sky130hd
export DESIGN_NAME = writeBack
export DESIGN_NICKNAME = writeBack
export VERILOG_FILES = /design/flow/design.v
export SDC_FILE = /design/flow/constraint.sdc
export NUM_CORES = 4
export LEC_CHECK = 1
export CORE_AREA = 10 10 103 103
export DIE_AREA = 0 0 113 113
==> design/flow/constraint.sdc <==
current_design writeBack

set clk_period 1.0
set clk_io_pct 0.2

create_clock -name clk0 -period $clk_period [get_ports {clk}]

set non_clock_inputs [all_inputs -no_clocks]
set_input_delay [expr $clk_period * $clk_io_pct] -clock clk0 $non_clock_inputs
set_output_delay [expr $clk_period * $clk_io_pct] -clock clk0 [all_outputs]
==> impl_metrics.env <==
# yosys + openroad results
export IMPL_fin_crit_ps=956
export IMPL_vdd_drop_max_uv=498
export IMPL_clockBufferDepth=2
export IMPL_rsz0062_at_grt="no"
export IMPL_wl_um=4610
export IMPL_clkSinkCount=38
export IMPL_status="finished clean"
export IMPL_drv_slew=0
export IMPL_edf_count=0
export IMPL_num_vias=1422
export IMPL_place_area_sq_um=2610
export IMPL_cp_arrival_ps=1160
export IMPL_flop_cell="dfxtp_1"
export IMPL_top_regs="writeBuffer.buffOut: 38 flops"
export IMPL_overflow=0
export IMPL_syn2layout_area_growth_pct=51.9
export IMPL_fp_util_pct=20.4
export IMPL_ys_cells=169
export IMPL_crit_type="in2reg"
export IMPL_area_leaders="dfxtp_1, o22ai_2, nand2b_1"
export IMPL_top_cell_area_share_pct=44.8
export IMPL_fmax_ghz=1.05
export IMPL_top_area_cell="dfxtp_1"
export IMPL_ys_warn_count=34
export IMPL_hold_path_class="in2reg"
export IMPL_stdcell_area_sq_um=2580
export IMPL_postRouteAntennaNets=0
export IMPL_stdcell_count=354
export IMPL_hpwl_um=3410
export IMPL_cp_end_kind="flip-flop"
export IMPL_dieArea_sq_um=12800
export IMPL_fin_worst_skew_ps=0
export IMPL_synth_cell_area_sq_um=1700
export IMPL_core_sq_um=8300
export IMPL_io_buffer_count=79
export IMPL_hold_viol=0
export IMPL_drt_iter0_markers=30
export IMPL_tns_ps=0
export IMPL_p_leak_nw=1.01
export IMPL_drcViolationCount=0
export IMPL_ys_types=12
export IMPL_slew_headroom_pct=85.9
export IMPL_cp_data_required_time_ps=1200
export IMPL_regMostFlops="writeBuffer.buffOut"
export IMPL_viasPerCell=4.02
export IMPL_grt_max_degree=43
export IMPL_io_pins=145
export IMPL_cts_tree="built"
export IMPL_syn_mean_instance_area_sq_um=10.0
export IMPL_wl_per_cell_um=13.0
export IMPL_die_w_um=113
export IMPL_clk_pin_slew_ps=70
export IMPL_drive_above_1_share_pct=51.0
export IMPL_final_fill_count=882
export IMPL_grt_pass1_wl_um=7510
export IMPL_ys_area_sq_um=1700
export IMPL_cts_buffers=5
export IMPL_track_usage_pct=6.90
export IMPL_post_place_cells=346
export IMPL_clock_latency_ps=280
export IMPL_synthCells=169
export IMPL_holdWs_ps=384
export IMPL_synthArstFlopShare_pct=0
export IMPL_post_place_ws_ps=-409
export IMPL_layout_setup_ws_ps=44.4
export IMPL_path_max_fanout=17
export IMPL_ys_flops=38
export IMPL_htreeDepth=2
export IMPL_die_h_um=113
export IMPL_grt_pass1_vias=1518
export IMPL_p_total_mw=3.16
export IMPL_row_count=33
export IMPL_critPathLaunchType="input port"
export IMPL_cts_root_buf="clkbuf_8"
export IMPL_gp_congestion=0.755
export IMPL_first_pass_iters=4
export IMPL_warnings=90
export IMPL_n_antenna_cell=0
export IMPL_antenna_found_initial=0
export IMPL_powerDensity_nw_per_um2=1220
export IMPL_setup_viol=0
export IMPL_drv_cap=0
export IMPL_hold_buffers=0
export IMPL_postSynthSeqShare_pct=44.8
export IMPL_fin_util_pct=31.1
export IMPL_post_route_period_util_pct=95.6
export IMPL_largest_register_ffs=38
export IMPL_worstMarginPinSlew_ps=212
export IMPL_common_cells="dfxtp_1, nand2_1, nand2b_1"
==> cells by family (layout without fill, tap and decap cells) <==
logic type | count (synthesis) | in the layout | share of synthesized area (%)
simple gates | 77 | 77 | 22.9
compound gates | 38 | 38 | 25.0
flops | 38 | 38 | 44.8
buf+inv | 16 | 96 | 7.23
==> where the power goes <==
part | internal (mW) | switching [mW]
Clock | 0.532 | 0.485
Sequential | 1.58 | 0.0293
Combinational | 0.323 | 0.203
==> metal layers <==
layer / vias up / global-route usage (%) / routed length (um)
met3: 2 / 3.42 / 513
met5: - / 0 / 0
li1: 730 / - / -
met4: 0 / 0.508 / 14
met2: 52 / 10.6 / 2010
met1: 638 / 8.93 / 2080
==> cell usage in the layout, fill, tap and decap left out, drive strengths merged <==
cell	count
dfxtp	38
clkdlybuf4s50	39
clkbuf	23
nand2b	37
buf	33
o22ai	37
nand2	38
dlygate4sd2	1
or2	1
or3b	1
a21oi	1
==> path summary, 6_finish.rpt <==
| check | start | to | slack [ps] | cells past startpoint |
|---|---|---|---|---|
| max | flush_W | writeBuffer.buffOut[39]$_SDFFE_PP0N_ | 40 | 4 |
| min | reset | writeBuffer.buffOut[36]$_SDFFE_PP0N_ | 380 | 3 |
| max reg2reg | writeBuffer.buffOut[41]$_SDFFE_PP0N_ | writeBuffer.buffOut[41]$_SDFFE_PP0N_ | 310 | 3 |
| min reg2reg | writeBuffer.buffOut[36]$_SDFFE_PP0N_ | writeBuffer.buffOut[36]$_SDFFE_PP0N_ | 450 | 2 |
==> area by class of cell <==
cell class | instances | area [sq um] | area share, %
clock buffer | 6 | 82.6 | 3.20
multi-input combinational | 115 | 828 | 32.1
sequential | 38 | 808 | 31.4
timing repair buffer | 90 | 727 | 28.2
tap | 105 | 131 | 5.10
==> worst max-delay path, cell delays in order <==
cell and delay [ps]:
clkdlybuf4s50_1 420, or2_4 270, buf_12 160, o22ai_1 100
==> what timing repair did <==
item	in CTS	in global routing
setup endpoints to repair	74	21
gates resized	139	19
buffers inserted	1	1
pin swaps	1	1
Power and IR drop assume default switching activity.
